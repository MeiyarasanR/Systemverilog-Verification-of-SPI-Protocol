==> /design/flow/design.v <==
module spi_master(
input clk, newd,rst,
input [11:0] din, 
output reg sclk,cs,mosi
    );
  typedef enum bit [1:0] {idle = 2'b00, enable = 2'b01, send = 2'b10, comp = 2'b11 } state_type;
  state_type state = idle;
  int countc = 0;
  int count = 0;
 always@(posedge clk)
  begin
    if(rst == 1'b1) begin
      countc <= 0;
      sclk <= 1'b0;
    end
    else begin 
      if(countc < 10 )
          countc <= countc + 1;
      else
          begin
          countc <= 0;
          sclk <= ~sclk;
          end
    end
  end
    reg [11:0] temp;
  always@(posedge sclk)
  begin
    if(rst == 1'b1) begin
      cs <= 1'b1; 
      mosi <= 1'b0;
    end
    else begin
     case(state)
         idle:
             begin
               if(newd == 1'b1) begin
                 state <= send;
                 temp <= din; 
                 cs <= 1'b0;
               end
               else begin
                 state <= idle;
                 temp <= 8'h00;
               end
             end
       send : begin
         if(count <= 11) begin
           mosi <= temp[count];  
           count <= count + 1;
         end
         else
             begin
               count <= 0;
               state <= idle;
               cs <= 1'b1;
               mosi <= 1'b0;
             end
       end
      default : state <= idle; 
   endcase
  end 
 end
endmodule
module spi_slave (
input sclk, cs, mosi,
output [11:0] dout,
output reg done
);
typedef enum bit {detect_start = 1'b0, read_data = 1'b1} state_type;
state_type state = detect_start;
reg [11:0] temp = 12'h000;
int count = 0;
always@(posedge sclk)
begin
case(state)
detect_start: 
begin
done   <= 1'b0;
if(cs == 1'b0)
 state <= read_data;
 else
 state <= detect_start;
end
read_data : begin
if(count <= 11)
 begin
 count <= count + 1;
 temp  <= { mosi, temp[11:1]};
 end
 else
 begin
 count <= 0;
 done <= 1'b1;
 state <= detect_start;
 end
end
endcase
end
assign dout = temp;
endmodule
module top (
input clk, rst, newd,
input [11:0] din,
output [11:0] dout,
output done
);
wire sclk, cs, mosi;
spi_master m1 (clk, newd, rst, din, sclk, cs, mosi);
spi_slave s1  (sclk, cs, mosi, dout, done);
endmodule
==> /design/flow/run.sh <==
#!/bin/bash
# OpenROAD 26Q1-2900-gdf79404cd8, Yosys 0.63+post, stock flow scripts
make -C /OpenROAD-flow-scripts/flow DESIGN_CONFIG=/design/flow/config.mk WORK_HOME=/design/flow/orfs finish
==> /design/flow/config.mk <==
export PLATFORM = sky130hd
export DESIGN_NAME = top
export DESIGN_NICKNAME = top
export VERILOG_FILES = /design/flow/design.v
export SDC_FILE = /design/flow/constraint.sdc
export NUM_CORES = 4
export LEC_CHECK = 1
export CORE_UTILIZATION = 40
==> /design/flow/constraint.sdc <==
current_design top

set clk_period 3.9
set clk_io_pct 0.2

create_clock -name clk0 -period $clk_period [get_ports {clk}]

set non_clock_inputs [all_inputs -no_clocks]
set_input_delay [expr $clk_period * $clk_io_pct] -clock clk0 $non_clock_inputs
set_output_delay [expr $clk_period * $clk_io_pct] -clock clk0 [all_outputs]
==> run_results.csv <==
group,metric,value,unit
global_route,grt_pass1_vias,4039,
timing,max_freq,0.530,GHz
timing,rsz0062_at_grt,"false",
clocking,clockBufferDepth,2,
floorplan,die_area,16200,sq um
timing,unclocked_regs,93,
pwr,p_leak,2.24,nW
pwr,ir_drop,0.312,mV
placed_design,gp_congestion,0.872,
timing,whs,0.452,ns
yosys,async_flop_share,0,
worst_setup_path,cp_num_buf_inv,0,
yosys,ys_ff,126,
route,first_pass_iters,6,
floorplan,die_w,127,um
worst_setup_path,cpMaxStageDelayCell,"nor4_4",
yosys,synth.avg_cell_area,10.7,sq um
yosys,post-synth-top-area-cell,"edfxtp_1",
timing,fin_ws,2.01,ns
placed_design,place.port_buffers,27,
yosys,edf_count,90,
worst_setup_path,cp-end-kind,"flop",
timing,untimed_endpoints,196,
route,routed_wl,11.0,mm
worst_setup_path,cp_max_fo,9,
timing,hold_viol,0,
clocking,cts_tree,"built",
worst_setup_path,required,4.05,ns
clocking,clk_latency,0.27,ns
clocking,cts_buffers,5,
clocking,post_cts_buffers,0,
global_route,grt_pass1_wl,19.2,mm
clocking,root_buffer,"clkbuf_16",
timing,drv_slew,0,
global_route,grt_usage,0.151,
run_status,status,"complete, no violations",
placed_design,placedCellCount,808,
timing,setup_viol,0,
clocking,clkTransAtPathRegs,0.05,ns
route,drtIter0Drc,326,
flow_run,max-cap-violations,0,
yosys,synth_top_area_share,0.431,
global_route,grt_remaining_overflow,0,
pwr,power_density,115,nW/um^2
yosys,seq_area_frac_synth,0.546,
finish,lay_top_cells,"nor2_1 (102), edfxtp_1 (90), xor2_1 (46)",
route,ant_nets,0,
placed_design,dp_slack,1.85,ns
yosys,ys_chip_area,6260,sq um
timing,finalCritPeriodShare,0.484,
clocking,postCtsHoldBufs,0,
clocking,htreeDepth,2,
finish,stdcell_area,6920,sq um
finish,final_layout_size_suffix_gt1_frac,0.0678,
floorplan,core-area,15300,sq um
timing,fin_setup_tns,0,ns
worst_setup_path,worstPathArrival,2.04,ns
worst_setup_path,max_stage_delay,0.62,ns
finish,n_fill_cell,1378,
worst_setup_path,start_kind,"flop",
floorplan,ioPinCount,28,
floorplan,fp_util,0.411,
finish,area_delta_synth_final,10.5,%
finish,layout.cells.non_filler,816,
route,drc_errors,0,
timing,max_slew.worst_pin.slew,0.801,ns
floorplan,die_h,127,um
worst_setup_path,worstPathCellList,"nand4_1 -> nor4_4 -> nand4_1 -> xor2_1 -> nor2_1",
yosys,syn_inst,583,
flow_run,warnings,25,
finish,layout_top_cell,"nor2_1",
route,antennaDiodeCount,0,
route,wl_per_cell,13.4,um
global_route,grt_max_degree,94,
yosys,ys_top_cells_by_area,"edfxtp_1 (43%), dfxtp_1 (12%), xor2_1 (6.4%)",
route,vias_per_cell,5.19,
worst_setup_path,path_class,"flop to flop",
worst_setup_path,cpMostUsedCell,"nand4_1",
yosys,yosysUniqueCellTypes,47,
yosys,netlist_area,6260,sq um
timing,relSlewSlack,0.466,
hold_path,min_path_type,"flop to flop",
floorplan,row_count,45,
placed_design,dp_hpwl,7.61,mm
worst_setup_path,path_delay_family,"simple AND/OR/NAND/NOR gates",
yosys,flop_cell,"edfxtp_1",
yosys,ys_cells,583,
global_route,antenna_found_initial,0,
timing,finalCriticalPeriod,1.89,ns
placed_design,dpl_cell_area,6760,sq um
clocking,postCtsResizedCells,0,
timing,clock_skew,0.00524,ns
yosys,yosysWarnings,2,
route,dr_total_vias,4237,
[worst paths after layout]
check                  end  slack [ns]  cells after the start          from
min reg2reg   m1.countc[0]        0.45                      1  m1.countc[0]
min           m1.countc[0]        0.45                      1  m1.countc[0]
max reg2reg  m1.countc[31]        2.01                      5  m1.countc[3]
max          m1.countc[31]        2.01                      5  m1.countc[3]
[cell families (layout without fill, tap and decap cells)]
kind of cell | Yosys count | count (layout) | share of synthesized area
xor+xnor | 80 | 80 | 0.112
buf+inv | 37 | 59 | 0.0262
fa+ha+maj | 3 | 3 | 0.00599
simple gates | 303 | 303 | 0.269
mux | 4 | 4 | 0.0124
flops | 126 | 126 | 0.546
compound gates | 30 | 30 | 0.0284
[flip-flops by register name, summed over array words and instances (netlist names)]
register	count
s1.count	32
s1.done	1
s1.state	1
m1.countc	32
m1.sclk	1
m1.count	32
m1.state	1
m1.mosi	1
s1.temp	12
m1.cs	1
m1.temp	12
[where the power goes]
part           switching, mW  total [mW]  internal (mW)
registers            0.00372       0.354          0.350
logic                 0.0195      0.0406         0.0211
clock network          0.131       0.400          0.269
total                  0.154       0.795          0.641
[cells in the mapped netlist (4+ instances only)]
| library cell | n |
|---|---|
| nand3_1 | 36 |
| a21oi_1 | 11 |
| and2_1 | 15 |
| nor4_1 | 26 |
| nand2_1 | 29 |
| nor3_1 | 12 |
| nand4_1 | 28 |
| or3_1 | 6 |
| o31ai_1 | 4 |
| xor2_1 | 46 |
| nor2b_1 | 4 |
| buf_4 | 4 |
| dfxtp_1 | 36 |
| edfxtp_1 | 90 |
| o21ai_0 | 8 |
| xnor2_1 | 34 |
| nor2_1 | 104 |
| and3_1 | 11 |
| clkbuf_1 | 12 |
| and4_1 | 9 |
| nand4_2 | 4 |
| inv_1 | 16 |
[final cells by class]
type / instances / area, sq um / share of cell area
clock buffer: 7 / 153 / 0.0221
multi-input combinational: 420 / 2690 / 0.388
timing repair buffer: 35 / 330 / 0.0477
clock inverter: 1 / 5.00 / 0.000723
inverter: 16 / 60.1 / 0.00868
sequential: 126 / 3420 / 0.495
tap: 211 / 264 / 0.0381
[per-layer routing]
metal	vias to the layer above	wire [um]	global-route usage
met5	-	0	0
met3	4	417	0.0179
met1	2015	5730	0.266
met2	83	4780	0.223
met4	0	39	0.00840
li1	2135	-	-
[stage by stage]
stage | utilization | total power, mW
2_1_floorplan | - | 0.380
3_3_place_gp | 0.443 | 0.400
3_5_place_dp | 0.443 | 0.402
4_1_cts | 0.454 | 0.803
5_1_grt | 0.454 | 0.829
6_report | 0.454 | 0.795
Power and IR drop assume default switching activity.
